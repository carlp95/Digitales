==> ./design.v <==
`timescale 1ns / 1ps
module div(
	input clk,
	input clr,
	output reg clk25
    );
always @(posedge clk or posedge clr)
	begin
		if(clr)
			clk25 <= 1'b0;
		else
			clk25 <= clk25 + 1;
	end
endmodule
`timescale 1ns / 1ps
module principal(
	input wire mclk,
	input wire [3:3] btn,
	output wire hsync, vsync,
	output wire [2:0] red, green,
	output wire [1:0] blue
    );
	 wire clk25, clr, vidon;
	 wire [9:0] hc, vc;
assign clr = btn[3];
div U1 (
    .clk(mclk), 
    .clr(clr), 
    .clk25(clk25)
    );
pong U2 (
    .clk(clk25), 
    .clr(clr), 
    .hsync(hsync), 
    .vsync(vsync), 
    .hc(hc), 
    .vc(vc), 
    .vidon(vidon)
    );
stripes U3 (
    .vidon(vidon), 
    .hc(hc), 
    .vc(vc), 
    .red(red), 
    .green(green), 
    .blue(blue)
    );
endmodule
`timescale 1ns / 1ps
module stripes(
	input wire vidon,
	input wire [9:0] hc, vc,
	output reg [2:0] red, green,
	output reg [1:0] blue
    );
always @(*)
	begin
		red = 0;
		green = 0;
		blue = 0;
		if(vidon == 1)
			begin
				red = {vc[4], vc[4], vc[4]};
				green = ~{vc[4], vc[4], vc[4]};
			end
	end
endmodule
`timescale 1ns / 1ps
module pong(
	input wire clk,
	input wire clr,
	output reg hsync,
	output reg vsync,
	output reg [9:0] hc,
	output reg [9:0] vc,
	output reg vidon
    );
	 parameter hpixels = 10'b1100100000;
	 parameter vlines = 10'b1000001001;
	 parameter hbp = 10'b0010010000;
	 parameter hfp = 10'b1100010000;
	 parameter vbp = 10'b0000011111;
	 parameter vfp = 10'b0111111111;
	 reg vsenable;
	 always @(posedge clk or posedge clr)
		begin
			if (clr == 1)
				hc <= 0;
			else
				begin
					if (hc == hpixels - 1)
						begin
							hc <= 0;
							vsenable <= 1;
						end
					else
						begin
							hc <= hc + 1;
							vsenable <= 0;
						end
				end
		end
always @(*)
	begin
		if(hc < 128)
			hsync = 0;
		else
			hsync = 1;
	end
always @(posedge clk or posedge clr)
	begin
		if( clr == 1)
			vc <= 0;
		else
			if(vsenable == 1)
				begin
					if (vc == vlines - 1)
						vc <= 0;
					else
						vc <= vc + 1;
				end
	end
always @(*)
	begin
		if (vc < 2)
			vsync = 0;
		else
			vsync = 1;
	end
always @(*)
	begin
		if((hc < hfp) && (hc > hbp) && (vc < vfp) && (vc > vbp))
			vidon = 1;
		else
			vidon = 0;
	end
endmodule
==> ./run.sh <==
#!/bin/bash
# OpenROAD 26Q1-2900-gdf79404cd8, Yosys 0.63+post, stock flow scripts
make -C /OpenROAD-flow-scripts/flow DESIGN_CONFIG=/design/flow/config.mk WORK_HOME=/design/flow/orfs finish
==> ./config.mk <==
export PLATFORM = sky130hd
export DESIGN_NAME = principal
export DESIGN_NICKNAME = principal
export VERILOG_FILES = /design/flow/design.v
export SDC_FILE = /design/flow/constraint.sdc
export NUM_CORES = 4
export LEC_CHECK = 1
export CORE_AREA = 10 10 100 100
export DIE_AREA = 0 0 110 110
==> ./constraint.sdc <==
current_design principal

set clk_period 1.0
set clk_io_pct 0.2

create_clock -name clk0 -period $clk_period [get_ports {mclk}]

set non_clock_inputs [all_inputs -no_clocks]
set_input_delay [expr $clk_period * $clk_io_pct] -clock clk0 $non_clock_inputs
set_output_delay [expr $clk_period * $clk_io_pct] -clock clk0 [all_outputs]
==> results.txt <==
Notes on the flow outputs.

- The flow ran to the end, and the final reports show no timing, DRC or antenna violations.
- The cell at the slowest stage of the critical path reads dfrtp_1.
- The post-detailed-route count of antenna-violating nets is 0.
- The clock tree skew after final layout is 0 ns.
- From bottom edge to top edge, the die measures between 100 and 150 um.
- Post-CTS repair ended up resizing 0 cells.
- The number of global-route vias before repair is around 730.
- The area of the multi-input gates is about 560 sq um.
- The start-to-end type of the worst setup path reads reg -> reg.
- Endpoints with negative setup slack in the final report add up to 0.
- The chip area in the Yosys report reads about 1200 sq um.
- In the routed design, unresolved DRC markers number 0.
- The proportion of total power due to net switching reads a little over a quarter.
- The clock-pin slew on the worst setup and hold paths reads 0 ns.
- The placeable core area reads roughly 7800 sq um.
- For the final routed database, the setup TNS stands at 0 ns.
- The synthesized area per cell is between 9 and 10 sq um.
- The number of standard cells reported by yosys is 122.
- At the placement stage, the worst setup path has a slack of slightly above 0.5 ns.
- The total die size reads between 10000 and 15000 sq um.
- The number of fill cells in the layout reads roughly 870.
- The final estimated routing congestion in global placement is 0.811.
- The number of top-level pins is 12.
- The critical path goes through inv_1.
- Overall routing resource usage recorded by global route was around 3.2%.
- The element type at the critical path end reads a register.
- Hold is met by between 0.3 and 0.4 ns.
- The power report lists cell-internal power as 47.2 uW.
- The number of max-cap violations reads 0.
- The maximum fanout encountered on the critical timing path reads 2.
- The synthesized netlist handed to floorplanning was reported with a cell count of roughly 120.
- The final period utilization reads around 48%.
- The cell family contributing the most delay on the critical path is flip-flops.
- The setup slack on the worst flop-to-flop path is 0.52 ns.
- The longest individual stage delay on the worst path reads 0.32 ns.
- Combinational logic is responsible for 36.8% of the overall power.
- The number of buffers added to fix hold violations after cts is 0.
- The first global-routing pass estimated about 3.4 mm of wire.
- The die span in x is roughly 110 um.
- The share of final-layout standard cells stronger than drive strength 1 is ~5.6%.
- Summed over all layers, the global routing overflow is 0.
- At the later pin of the worst-skew pair, clock insertion delay measures 0 ns.
- After layout, the design draws a total of between 60 and 70 uW.
- Global routing put the most usage on met1.
- The number of antenna violations at the first check in global routing is 0.
- The total power density per cell area is approximately 47 nW/um^2.
- The area of the mapped netlist is 1200 sq um.
- The part of the Yosys area used for sequential elements is 46.1%.
- The maximum number of pins on one net before global-route repair is 22.
- The aggregate routed wire length reads 1.97 mm.
- The logs give a warning total of 30.
- The count of input and output buffers is 9.
- The flip-flop and latch count after synthesis is 22.
- The OpenROAD report gives the critical path a data arrival time of 0.36 ns.
- The average routed wire per standard cell is 8.63 um.
- The antenna diode count is 0.
- In the global route stage, met3 resource usage came out at 0%.
- The clock network fraction of design power is 0%.
- The number of detailed-route iterations in the first pass reads 4.
- The register area is around 560 sq um.
- The count of unclocked register or latch pins is 21.
- The smallest clock period supported by the final layout is computed as roughly 0.48 ns.
- The initial detailed-routing violation count reads between 40 and 50.
- The initial core utilization is 15.4%.
- STA classifies the critical path startpoint as a register.
- The row count reads 32.
- The total net switching power is 17.5 uW.
- The unique cell type count in the Yosys netlist is 34.
- The area growth from synthesis to layout is 14.6%.
- The estimated wirelength of the detail-placed design is 1.57 mm.
- Global routing used 5.54% of the available met1 tracks.
- The count of pins over their slew limit reads 0.
- Setup repair after global routing left no endpoint under its margin.
- The number of unconstrained endpoints is 30.
- Data on the critical path is required at its endpoint by roughly 0.88 ns.
- The maximum frequency from static timing analysis reads around 2100 MHz.
- The post-CTS repair timing setup buffer count reads 0.
- Once routing completed, OpenROAD measured the worst setup slack at ~0.52 ns.
- The routed layout has ~800 vias.
- The met2 track utilization from global routing reads 4.61%.
- The yosys synthesis warning count is 3.
- The maximum ir drop on the vdd rail reads between 0.2 and 0.25 mV.
- The final hold violation count recorded for this run is 0.
- The classification of the worst-slack hold path reads in -> async.
- The share of the core filled with cells in the final layout is roughly 18%.
- The script extracted a total leakage power of 0.602 nW.
- Per report_power, the sequential group accounts for approximately 63% of the total.
- Per the post-run analysis, buffers plus inverters along the critical path come to 1.
- The per-cell via count in the routed design is roughly 3.5.
[stage by stage]
step,cells,instance area (sq um)
finish,228,1380
global route,228,1380
CTS,228,1380
detailed placement,228,1380
global placement,228,1380
floorplan,123,1210
[layer usage]
layer,vias to the layer above,part of all wire [%]
li1,408,-
met4,0,0
met3,0,1.4
met2,5,44
met1,388,55
met5,-,0
[final timing paths]
kind,startpoint,cells after the start,endpoint
max in group asynchronous,btn[3],2,U1.clk25
worst min register to register,U1.clk25,1,U1.clk25
min in group clk0,U1.clk25,1,U1.clk25
worst max-delay path,U1.clk25,1,U1.clk25
worst min-delay path,btn[3],2,U1.clk25
worst max register to register,U1.clk25,1,U1.clk25
[power by group through the flow]
stage                 Clock (mW)  Sequential (mW)  Combinational (mW)
after CTS                      0           0.0409              0.0263
after global routing           0           0.0409              0.0290
final                          0           0.0409              0.0238
[synth_stat cells]
| cell type | number | area [sq um] |
|---|---|---|
| or4_1 | 1 | 7.51 |
| xor2_1 | 8 | 70.1 |
| nand2_1 | 11 | 41.3 |
| buf_6 | 1 | 11.3 |
| and2_1 | 1 | 6.26 |
| nor3_1 | 1 | 5.00 |
| and4_1 | 2 | 17.5 |
| clkbuf_1 | 1 | 3.75 |
| xnor2_1 | 7 | 61.3 |
| ha_1 | 4 | 50.1 |
| and2_2 | 1 | 7.51 |
| inv_1 | 8 | 30.0 |
| a21o_1 | 1 | 7.51 |
| nor4_1 | 2 | 12.5 |
| conb_1 | 1 | 3.75 |
| or3_1 | 1 | 6.26 |
| nor2b_1 | 1 | 6.26 |
| nand3_1 | 3 | 15.0 |
| nand4_1 | 6 | 37.5 |
| o41a_1 | 1 | 11.3 |
| or3_4 | 1 | 11.3 |
| o21ai_0 | 3 | 15.0 |
| nand4_4 | 1 | 21.3 |
| o221ai_1 | 1 | 8.76 |
| nor2_1 | 20 | 75.1 |
| a21oi_1 | 1 | 5.00 |
| nor3_2 | 1 | 10.0 |
| edfxtp_1 | 1 | 30.0 |
| buf_4 | 6 | 45.0 |
| mux2i_1 | 1 | 10.0 |
| nor3_4 | 1 | 16.3 |
| dfrtp_1 | 21 | 526 |
| and3b_1 | 1 | 8.76 |
| o221a_1 | 1 | 11.3 |
[sequential cells by signal, indices dropped and copies added (netlist names)]
name and count:
U1.clk25 1, U2.hc 10, U2.vc 10, U2.vsenable 1
[cell usage in the layout, fill, tap and decap left out, types with 3 or more instances in the layout]
cell / n
nand2_1: 11
inv_1: 8
nand3_1: 3
nand4_1: 6
nor2_1: 20
xor2_1: 8
ha_1: 4
dfrtp_1: 21
xnor2_1: 7
o21ai_0: 3
clkdlybuf4s50_1: 9
[cells by family after synthesis]
logic type      after synthesis  share of synthesized area, %
fa+ha+maj                     4                          4.15
xor+xnor                     15                          10.9
buf+inv                      16                          7.48
other cells                   1                         0.311
simple gates                 55                          25.3
compound gates                8                          4.88
mux                           1                         0.831
flops                        22                          46.1
[final cells by class]
cell class | instances | share of cell area, %
Multi-Input combinational cell | 85 | 40.8
Inverter | 8 | 2.17
Timing Repair Buffer | 11 | 7.61
Sequential cell | 22 | 40.2
Tap cell | 102 | 9.24
Power figures rest on the tool's default switching activity, not on a simulated workload.
